File: ./run.sh
#!/bin/bash
# OpenROAD 26Q1-2900-gdf79404cd8, Yosys 0.63+post, stock flow scripts
make -C /OpenROAD-flow-scripts/flow DESIGN_CONFIG=/design/flow/config.mk WORK_HOME=/design/flow/orfs finish
File: ./config.mk
export PLATFORM = sky130hd
export DESIGN_NAME = mux8
export DESIGN_NICKNAME = mux8
export VERILOG_FILES = /design/flow/design.v
export SDC_FILE = /design/flow/constraint.sdc
export NUM_CORES = 4
export LEC_CHECK = 1
export CORE_AREA = 10 10 89 89
export DIE_AREA = 0 0 99 99
File: ./constraint.sdc
current_design mux8

set clk_period 4.5
set clk_io_pct 0.2

create_clock -name clk0 -period $clk_period

set non_clock_inputs [all_inputs -no_clocks]
set_input_delay [expr $clk_period * $clk_io_pct] -clock clk0 $non_clock_inputs
set_output_delay [expr $clk_period * $clk_io_pct] -clock clk0 [all_outputs]
File: ./design.v
module mux8 #(parameter width = 16)
(
	input [2:0] sel,
	input [width-1:0] a, b, c, d, e, f, g, h,
	output logic [width-1:0] o
);
always_comb
begin
	if (sel == 3'b000)
		o = a;
	else if (sel == 3'b001)
		o = b;
	else if (sel == 3'b010)
		o = c;
	else if (sel == 3'b011)
		o = d;
	else if (sel == 3'b100)
		o = e;
	else if (sel == 3'b101)
		o = f;
	else if (sel == 3'b110)
		o = g;
	else
		o = h;
end
endmodule : mux8
==> flow_summary.ini <==
; yosys + openroad results
[logic_synthesis]
synthCells = 117
logic_family = multiplexers
most_common_cell = mux2_2
synthMuxAreaShare = 0.5442
fa_ha_area_frac = 0
ys_chip_area_um2 = 1090
avgSynthCellArea_um2 = 9.314
top_area_frac = 0.2170
top_cells_by_area = mux4_1, mux2_2, mux4_2, a31oi_1, nor2_1
synth_warnings = 1
ys_cells = 117
simple_gate_area_frac = 0.1091
yosys.stat.seqShare = 0
synthDistinctLibCells = 29
top_cells_by_count = mux2_2, nor2_1, nand2_1
ys_sh_aoi = 0.2595
syn_area_um2 = 1090
yosysTopAreaCell = mux4_1
xor_share = 0

[place]
post_dp_cell_area_um2 = 2608
port_buffers = 147
gp_congestion = 0.8348
pre_cts_ws_ps = 713.6
post-dp-hpwl_um = 5300

[status]
outcome = finished, final reports clean

[cells_and_area]
finalInstanceArea_um2 = 2608
nClkBuffers = 0
register_area_um2 = 0
area_growth_pct = 139.3
utilization = 0.4353
fillers = 584
ff_count = 0
drive_above_1_share = 0.1206
logic_area_um2 = 994.7

[final_timing]
post-route-period-util = 0.8314
hold_ws_ps = 2739
setup_ws_ps = 758.8
setup_viol = 0
relSlewSlack = 0.5855
finalHoldViolCount = 0
tns_ps = 0
layout_min_cycle_time_ps = 3741
finalMaxSlewViolations = 0
tightest_slew_ps = 621.8
rsz0062_at_grt = no
fmax_mhz = 267.3

[global_routing]
antenna_found_initial = 0
grt_pass1_vias = 1780
grt_pass1_wl_um = 9232
overflow = 0
grt_max_degree = 29
track_usage = 0.1169

[drt]
met1Wirelength_um = 2177
highest_layer = met4
wl_met2_um = 2985
drt_pass1_iterations = 4
drc = 0
viasPerCell = 4.599
via_count = 1527
routed_wl_um = 5955
num_antenna_cells = 0
dr_wl_met3_um = 750
drt_iter0_drc = 39
ant_nets = 0
drt-wirelength-per-cell_um = 17.94

[pwr]
max-vdd-ir-drop_mv = 0.04515
powerDensity_nw_per_um2 = 92.89
p_leak_nw = 0.9711

[critical_path]
cp_data_required_time_ps = 3600
worst-setup-path-type = input port to output pin
cp-end-kind = output pin
start_kind = input port
cp_data_arrival_time_ps = 2840
worst-path-max-fanout = 28

[die]
io-pin-count = 147
dieArea_um2 = 9801
core_util_floorplan = 0.1819
die_y_um = 99
coreArea_um2 = 5991
fp-row-count = 28
die_x_um = 99

[hold_path]
hold_class = input port to output pin

[clocking]
hold_buffers = 0
post_cts_resized = 0
postCtsSetupBuffers = 0

[job]
drv_cap = 0
log.warning_count = 32
-- placed cells by master, fill, tap and decap left out --
cell type	n
buf_2	1
o221ai_1	4
o22ai_1	6
a221oi_1	3
mux4_2	6
mux4_1	9
and2b_1	1
inv_1	2
mux2_2	17
o21ai_0	3
o311ai_0	1
a22oi_1	3
nand3_1	2
a21oi_1	1
nor2b_1	1
a21o_1	4
mux2i_1	3
and2_1	1
nor2_1	12
or2_2	1
o22a_1	3
clkdlybuf4s50_1	146
a31oi_1	8
nand2_1	10
buf_4	6
a22o_1	3
-- power breakdown --
part / switching, mW / internal (mW)
Combinational: 0.0621 / 0.180
Sequential: 0 / 0
Clock: 0 / 0
Total: 0.0621 / 0.180
-- metal layers --
layer / vias to the layer above / global-route usage
li1: 777 / -
met1: 665 / 0.1281
met2: 83 / 0.2079
met3: 2 / 0.05638
met4: 0 / 0.007718
met5: - / 0
-- cell type report --
class / instances / area share
Multi-Input combinational cell: 102 / 0.3815
Inverter: 2 / 0.002879
Timing Repair Buffer: 153 / 0.5797
Tap cell: 75 / 0.03599
-- worst paths after layout --
path	startpoint	to	slack, ps	cells past startpoint
setup / recovery	sel[0]	o[9]	760	6
hold / removal	f[0]	o[0]	2740	4
-- metrics by stage --
stage	power, mW	cells
2_1_floorplan	0.08455	117
3_3_place_gp	0.2455	332
3_5_place_dp	0.2456	332
4_1_cts	0.2473	332
5_1_grt	0.2649	332
6_report	0.2422	332
-- cells by family after synthesis --
family          after synthesis
buf+inv                      15
compound gates               39
simple gates                 28
mux                          35
-- worst max-delay path, stage by stage --
cell and delay, ps:
buf_2 490, buf_4 300, mux4_2 510, nor2_1 100, a31oi_1 60, clkdlybuf4s50_1 460
Power is estimated from default activity; no workload was simulated.

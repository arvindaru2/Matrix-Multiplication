File: /design/flow/run.sh
#!/bin/bash
# OpenROAD 26Q1-2900-gdf79404cd8, Yosys 0.63+post, stock flow scripts
make -C /OpenROAD-flow-scripts/flow DESIGN_CONFIG=/design/flow/config.mk WORK_HOME=/design/flow/orfs finish
File: /design/flow/design.v
module hadder
(
	input logic a, b,
	output logic s, o
);
always_comb
begin
	s = a ^ b;
	o = a & b;
end
endmodule : hadder
module fadder
(
	input logic a, b, c,
	output logic s, o
);
	logic h;
always_comb
begin
	h = a ^ b;
	s = h ^ c;
	o = (a & b) | (h & c);
end
endmodule : fadder
module la_adder
(
	input logic a, b, c,
	output logic s
);
always_comb
begin
	s = a ^ b ^ c;
end
endmodule : la_adder
module la_logic
(
	input logic [3:0] a, b,
	input logic c,
	output logic [3:0] o
);
	logic p0, p1, p2, p3;
	logic g0, g1, g2, g3;
	logic gg;
always_comb
begin
	g0 = a[0] & b[0];
	g1 = a[1] & b[1];
	g2 = a[2] & b[2];
	g3 = a[3] & b[3];
	p0 = a[0] | b[0]; 
	p1 = a[1] | b[1];
	p2 = a[2] | b[2];
	p3 = a[3] | b[3];
	gg = g3 | (g2 & p3) | (g1 & p3 & p2) | (g0 & p3 & p2 & p1);
	o[0] = g0 | (p0 & c);
	o[1] = g1 | (p1 & o[0]);
	o[2] = g2 | (p2 & o[1]);
	o[3] = (p0 & p1 & p2 & p3 & c) | gg;
end
endmodule : la_logic
module la_4
(
	input logic [3:0] a, b,
	input logic c,
	output logic [3:0] s,
	output logic o
);
	logic [3:0] c_wire;
	assign o = c_wire[3];
	la_adder unit0
	(
		.a(a[0]),
		.b(b[0]),
		.c(c),
		.s(s[0])
	);
	la_adder unit1
	(
		.a(a[1]),
		.b(b[1]),
		.c(c_wire[0]),
		.s(s[1])
	);
	la_adder unit2
	(
		.a(a[2]),
		.b(b[2]),
		.c(c_wire[1]),
		.s(s[2])
	);
	la_adder unit3
	(
		.a(a[3]),
		.b(b[3]),
		.c(c_wire[2]),
		.s(s[3])
	);
	la_logic unitA
	(
		.a(a),
		.b(b),
		.c(c),
		.o(c_wire)
	);
endmodule : la_4
module la_8
(
	input logic [7:0] a, b,
	input logic c,
	output logic [7:0] s,
	output logic o
);
	logic c_wire;
	la_4 unit0
	(
		.a(a[3:0]),
		.b(b[3:0]),
		.c(c),
		.s(s[3:0]),
		.o(c_wire)
	);
	la_4 unit1
	(
		.a(a[7:4]),
		.b(b[7:4]),
		.c(c_wire),
		.s(s[7:4]),
		.o(o)
	);
endmodule : la_8
module la_16
(
	input logic [15:0] a, b,
	input logic c,
	output logic [15:0] s,
	output logic o
);
	logic c_wire;
	la_8 unit0
	(
		.a(a[7:0]),
		.b(b[7:0]),
		.c(c),
		.s(s[7:0]),
		.o(c_wire)
	);
	la_8 unit1
	(
		.a(a[15:8]),
		.b(b[15:8]),
		.c(c_wire),
		.s(s[15:8]),
		.o(o)
	);
endmodule : la_16
module la_20
(
	input logic [19:0] a, b,
	input logic c,
	output logic [19:0] s,
	output logic o
);
	logic c_wire;
	la_16 unit0
	(
		.a(a[15:0]),
		.b(b[15:0]),
		.c(c),
		.s(s[15:0]),
		.o(c_wire)
	);
	la_4 unit1
	(
		.a(a[19:16]),
		.b(b[19:16]),
		.c(c_wire),
		.s(s[19:16]),
		.o(o)
	);
endmodule : la_20
module csa_4
(
	input logic [3:0] a, b, c,
	output logic [3:0] s, o
);
	fadder unit0
	(
		.a(a[0]),
		.b(b[0]),
		.c(c[0]),
		.s(s[0]),
		.o(o[0])
	);
	fadder unit1
	(
		.a(a[1]),
		.b(b[1]),
		.c(c[1]),
		.s(s[1]),
		.o(o[1])
	);
	fadder unit2
	(
		.a(a[2]),
		.b(b[2]),
		.c(c[2]),
		.s(s[2]),
		.o(o[2])
	);
	fadder unit3
	(
		.a(a[3]),
		.b(b[3]),
		.c(c[3]),
		.s(s[3]),
		.o(o[3])
	);	
endmodule : csa_4
module csa_16
(
	input logic [15:0] a, b, c,
	output logic [15:0] s, o
);
	csa_4 unit0
	(
		.a(a[3:0]),
		.b(b[3:0]),
		.c(c[3:0]),
		.s(s[3:0]),
		.o(o[3:0])
	);
	csa_4 unit1
	(
		.a(a[7:4]),
		.b(b[7:4]),
		.c(c[7:4]),
		.s(s[7:4]),
		.o(o[7:4])
	);
	csa_4 unit2
	(
		.a(a[11:8]),
		.b(b[11:8]),
		.c(c[11:8]),
		.s(s[11:8]),
		.o(o[11:8])
	);
	csa_4 unit3
	(
		.a(a[15:12]),
		.b(b[15:12]),
		.c(c[15:12]),
		.s(s[15:12]),
		.o(o[15:12])
	);	
endmodule : csa_16
File: /design/flow/config.mk
export PLATFORM = sky130hd
export DESIGN_NAME = csa_16
export DESIGN_NICKNAME = csa_16
export VERILOG_FILES = /design/flow/design.v
export SDC_FILE = /design/flow/constraint.sdc
export NUM_CORES = 4
export LEC_CHECK = 1
export CORE_AREA = 10 10 84 84
export DIE_AREA = 0 0 94 94
File: /design/flow/constraint.sdc
current_design csa_16

set clk_period 1.2
set clk_io_pct 0.2

create_clock -name clk0 -period $clk_period

set non_clock_inputs [all_inputs -no_clocks]
set_input_delay [expr $clk_period * $clk_io_pct] -clock clk0 $non_clock_inputs
set_output_delay [expr $clk_period * $clk_io_pct] -clock clk0 [all_outputs]
==> metrics.cfg <==
[outcome]
status = finished with violations
violations = setup timing

[power]
post-layout-total-power_mw = 0.334
worst_ir_drop_vdd_uv = 74.2
netSwitchingFraction = 0.306
share_clk_of_total_power = 0
net-switching-power_mw = 0.102
share_of_power_burned_in_combinational_logic = 1.000
powerDensity_nw_per_um2 = 320
leakage_nw = 0.483
internal_power_mw = 0.232
seq_power_share = 0

[global_routing]
wire_length_of_the_first_global_routing_pass_um = 3060
globalRouteTotalUtil = 0.0431
antenna_found_initial = 0
via_count_of_the_first_global_routing_pass = 570
globalRouteOverflowTotal = 0
grt_start_max_net_pins = 2

[drt]
dr.max_layer_used = met3
met2_length_um = 1250
dr.pass1.iters = 1
via_count = 476
route.detailed.drc = 0
vias_per_cell = 2.87
met1_length_um = 669
initialDrtViolationCount = 0
routed-wl-met3_um = 201
drt-total-wl_um = 2120
wire_per_inst_um = 12.8
num_antenna_cells = 0
drtAntennaViolNets = 0

[synthesis]
synth_largest_type_area_fraction = 0.571
share_of_the_yosys_chip_area_belonging_to_registers = 0
yosys_cell_count = 48
syn_area_per_cell_um2 = 11.7
synth.yosys.chip_area_um2 = 561
synthDistinctLibCells = 2
biggest_area_cells = sky130_fd_sc_hd__fa_1 (57%), sky130_fd_sc_hd__buf_4 (43%)
number_of_warning_messages_in_the_yosys_log = 1
mappedNetlistArea_um2 = 561
post_synth_inst_count = 48
synth_top_cell_by_area = sky130_fd_sc_hd__fa_1

[critical_path]
worst-path-buf-inv = 2
timing_worst_setup_path_type = primary input to output pin
timing.critical_path.from = c[1]
critical_path_required_ns = 0.96
critical-path-slowest-cell = sky130_fd_sc_hd__fa_2
kind_of_start_point_of_the_critical_path = primary input
path_max_fanout = 1
worst_path_dominant_cell_family = adder cells
worst_ep_arrival_time_ns = 0.98
critical_path.max_stage_delay_ns = 0.54
endpoint_kind = output pin
cp_cell_sequence = buf_6 -> fa_2 -> buf_2

[finish]
area_growth_syn_to_layout_pct = 86.4
lay_top_count = sky130_fd_sc_hd__buf_2
nFlopsAndLatches = 0
clkbuf_count = 0
layout-drive-gt1-share = 0.802
final_core_utilization = 0.201
lay_top_cells = sky130_fd_sc_hd__buf_2 (41), sky130_fd_sc_hd__buf_6 (23), sky130_fd_sc_hd__fa_2 (10), sky130_fd_sc_hd__clkdlybuf4s15_1 (10), sky130_fd_sc_hd__fa_1 (6)
seq_area_um2 = 0

[placement]
hpwl_um = 2050
gp_congestion = 0.674
port_buffers = 80

[floorplanning]
floorplan.core_area_um2 = 5200
row_count = 26
die_y_um = 94
die.size.x_um = 94
dieArea_um2 = 8840
top_level_port_count = 80
initial_utilization = 0.108

[run]
cap_viol_max_count = 0
stage_log_warnings = 34

[sta]
relSlewSlack = 0.951
rsz_0062_raised_after_global_routing = true
max_clock_freq_ghz = 0.819
layout_worst_path_cycle_share = 1.02
report.final.setup_viol = 9
setup_slack_ns = -0.0205
holdWs_ns = 0.776
fin_crit_ns = 1.22
slew_viol_final = 0
finalHoldViolations = 0
worst_pin_slew_ns = 0.0731

[worst_hold_path]
hold_path_class = primary input to output pin
worst_hold_startpoint = c[4]

[cts]
cts-hold-fix-buffers = 0

-- routing by layer --
layer / vias up / GRT usage
li1: 208 / -
met1: 236 / 0.0453
met2: 32 / 0.0812
met3: 0 / 0.0194
met4: 0 / 0
met5: - / 0
-- final cells by class --
type,instances,area [µm²]
well taps,70,87.6
multi-input cells,16,345
repair buffers,80,612
fillers,602,4160
-- final timing paths --
| check | end | slack (ns) | cells after the start |
|---|---|---|---|
| setup / recovery | s[1] | -0.02 | 3 |
| hold / removal | s[4] | 0.78 | 3 |
-- cells by family after synthesis --
logic type,Yosys count,share of synthesized area
fa+ha+maj,16,0.571
buf+inv,32,0.429
-- power by group through the flow --
stage         clock, mW  sequential, mW  combinational (mW)
CTS                   0               0               0.335
global route          0               0               0.389
finish                0               0               0.334
-- what timing repair did --
| action | 4_1_cts | 5_1_grt |
|---|---|---|
| setup buffers | 0 | 0 |
| pin swaps | 16 | 9 |
| endpoints found under the setup margin | 32 | 24 |
| gates resized | 292 | 15 |
-- per-stage QoR --
step / cell area [µm²] / setup TNS [ns] / instances / setup slack, ns
2_1_floorplan: 561 / 0 / 48 / 0.120
3_3_place_gp: 1210 / -20.54 / 166 / -0.762
3_5_place_dp: 1210 / -20.78 / 166 / -0.777
4_1_cts: 998 / -0.165 / 166 / -0.0354
5_1_grt: 1040 / -0.299 / 166 / -0.0498
6_report: 1040 / -0.0847 / 166 / -0.0205
-- cell usage after synthesis --
master                   n
sky130_fd_sc_hd__buf_4  32
sky130_fd_sc_hd__fa_1   16
Power figures rest on the tool's default switching activity, not on a simulated workload.
